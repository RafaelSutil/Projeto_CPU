--- design/flow/run.sh ---
#!/bin/bash
# OpenROAD 26Q1-2900-gdf79404cd8, Yosys 0.63+post, stock flow scripts
make -C /OpenROAD-flow-scripts/flow DESIGN_CONFIG=/design/flow/config.mk WORK_HOME=/design/flow/orfs finish
--- design/flow/config.mk ---
export PLATFORM = sky130hd
export DESIGN_NAME = SignExtend
export DESIGN_NICKNAME = SignExtend
export VERILOG_FILES = /design/flow/design.v
export SDC_FILE = /design/flow/constraint.sdc
export NUM_CORES = 4
export LEC_CHECK = 1
export CORE_AREA = 10 10 70 70
export DIE_AREA = 0 0 80 80
--- design/flow/constraint.sdc ---
current_design SignExtend

set clk_period 3.8
set clk_io_pct 0.2

create_clock -name clk0 -period $clk_period

set non_clock_inputs [all_inputs -no_clocks]
set_input_delay [expr $clk_period * $clk_io_pct] -clock clk0 $non_clock_inputs
set_output_delay [expr $clk_period * $clk_io_pct] -clock clk0 [all_outputs]
--- design/flow/design.v ---
module SignExtend(
	input logic [31:0] in,
	output logic [63:0] out);
	logic temp;
	always_comb begin
		case(in[6:0])
			7'b0000011, 7'b0010011:begin  
				if (in[31] == 0)
					out = {52'b0, in[31:20]}; 
				else 
					out = {52'b1111111111111111111111111111111111111111111111111111, in[31:20]};
			end
			7'b0110111:begin  
				if (in[31] == 0)
					out = {32'b0, in[31:12], 12'b0}; 
				else 
					out = {32'b11111111111111111111111111111111, in[31:12], 12'b0};
			end
			7'b1100011, 7'b1100111:begin  
            	if(in[31] == 0) 
            		out = {51'b0, in[31], in[7], in[30:25], in[11:8], 1'b0};  
            	else
            		out = {51'b1111111111111111111111111111111111111111111111111, in[31], in[7], in[30:25], in[11:8], 1'b0}; 
            end
			default: out = 64'b0;
		endcase
	end
endmodule
==> impl_metrics.json <==
{
  "core_area_um2": 3420,
  "power.leakage_nw": 0.590,
  "wl_um": 2810,
  "fa_ha_area_frac": 0,
  "post_cts_buffers": 0,
  "antenna_found_initial": 0,
  "fp.dieArea_um2": 6400,
  "hpwlAfterDp_um": 2490,
  "drc": 0,
  "grt_pass1_wl_um": 3970,
  "cpMostUsedCell": "clkdlybuf4s50_1",
  "cp_top_family": "buffers and inverters",
  "synth.logic.top_family": "buffers and inverters",
  "clock_buffers": 0,
  "seqCellArea_um2": 0,
  "fin_area_um2": 1410,
  "vias": 747,
  "synth_cell_types": 16,
  "aoi_share": 0.423,
  "cts.hold.buffers_added": 0,
  "drt_iter0_markers": 7,
  "rows": 21,
  "yosysCellCount": 77,
  "synth_top_area_share": 0.392,
  "total_power_w": 0.0000629,
  "arrival_ns": 2.72,
  "fp.dieH_um": 80,
  "yosysChipArea_um2": 594,
  "n_fill_cell": 337,
  "yosysTopAreaCell": "buf_4",
  "syn2layout_area_growth_pct": 137,
  "fp.dieW_um": 80,
  "slew_viol_final": 0,
  "rsz0062_at_grt": "false",
  "overflow": 0,
  "power.density_nw_per_um2": 44.5,
  "mux_share": 0,
  "wire_per_inst_um": 14.7,
  "crit_path_max_incr_delay_ns": 0.52,
  "routabilityCongestion": 0.736,
  "synthXorXnorAreaFrac": 0,
  "path_max_fanout": 31,
  "ir_drop_mv": 0.0183,
  "placed_area_um2": 1410,
  "worst_pin_slew_ns": 0.424,
  "diodes": 0,
  "ys_seq_frac": 0,
  "post-route-period-util": 0.916,
  "simple_gate_area_frac": 0.147,
  "warnings": 32,
  "timing.fmax_ghz": 0.287,
  "hp-class": "in -> out",
  "fp_util": 0.174,
  "synthCells": 77,
  "synthesis.area_um2": 594,
  "path_class": "in -> out",
  "period_minus_slack_ns": 3.48,
  "first_global_vias": 725,
  "setup_viol": 0,
  "hold_viol_final": 0,
  "antenna_left": 0,
  "tns_ns": 0,
  "worst-path-buf-inv": 3,
  "portBuffers": 96,
  "status": "complete, no violations",
  "maxCapViolations": 0,
  "start_kind": "input pin",
  "syn_area_per_cell_um2": 7.72,
  "cts_resized": 0,
  "drive_above_1_share": 0.193,
  "grt_max_degree": 32,
  "grt_usage": 0.0753,
  "num_io_pins": 96,
  "flops": 0,
  "drtPass1Iterations": 4,
  "utilization": 0.413,
  "yosysWarnings": 1,
  "topCellsByArea": "buf_4 (39%), a21o_2 (28%), a22o_1 (7.4%)",
  "viasPerCell": 3.91,
  "path_cells": "clkdlybuf4s50_1, or3_4, nor2_1, o31a_1, buf_4, clkdlybuf4s50_1",
  "critical_path_required_ns": 3.04,
  "worstSetupEndpointType": "output port",
  "timing.slew.headroom": 0.718,
  "critical-path-slowest-cell": "clkdlybuf4s50_1"
}
## where the power goes
group	total [W]	switching (W)	internal, W
Clock	0	0	0
Combinational	0.0000629	0.0000146	0.0000483
Sequential	0	0	0
Total	0.0000629	0.0000146	0.0000483
## layer usage
metal,share of wire,track usage
met4,0,0
met1,0.33,0.0799
met5,0,0
met2,0.46,0.133
met3,0.20,0.0443
## synthesized netlist by cell type
cell	n
a21o_2	19
buf_6	1
inv_1	1
o21a_1	1
a211oi_4	1
and2_1	7
clkbuf_1	2
nor2_1	2
or3_4	1
nand3b_1	2
nor3_1	1
o31a_1	1
buf_4	31
a21oi_1	1
nand3_1	1
a22o_1	5
## final timing paths
path / start / end / slack (ns) / cells past startpoint
setup / recovery: in[5] / out[44] / 0.32 / 6
hold / removal: in[20] / out[0] / 2.47 / 3
## worst min-delay path, stage by stage
cell,delay (ns)
clkdlybuf4s50_1,0.41
and2_1,0.14
clkdlybuf4s50_1,0.41
## logic make-up (layout without fill, tap and decap cells)
group                  count (synthesis)  after routing
AOI/OAI and AO/OA                     28             28
and+or+nand+nor                       14             14
buffers and inverters                 35            103
## stage by stage
step / std cells / hold slack [ns] / setup WS, ns
after floorplan: 77 / 1.59 / 0.696
after global placement: 191 / 2.48 / 0.327
after detailed placement: 191 / 2.48 / 0.258
after CTS: 191 / 2.48 / 0.257
after global routing: 191 / 2.49 / 0.178
final: 191 / 2.47 / 0.318
## placed cells by master (no fill, tap or decap)
cell type,n
a211oi_4,1
a21o_2,19
a21oi_1,1
a22o_1,5
and2_1,7
buf_4,6
clkdlybuf4s50_1,96
inv_1,1
nand3_1,1
nand3b_1,2
nor2_1,2
nor3_2,1
o21a_1,1
o31a_1,1
or3_4,1
## final cells by class
| type | instances | area, um^2 | area share |
|---|---|---|---|
| inverters | 1 | 3.75 | 0.00266 |
| well taps | 46 | 57.6 | 0.0408 |
| multi-input cells | 42 | 344 | 0.244 |
| repair buffers | 102 | 1010 | 0.713 |
Power figures rest on the tool's default switching activity, not on a simulated workload.
