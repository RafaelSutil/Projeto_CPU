File: config.mk
export PLATFORM = sky130hd
export DESIGN_NAME = Mux64_16
export DESIGN_NICKNAME = Mux64_16
export VERILOG_FILES = /design/flow/design.v
export SDC_FILE = /design/flow/constraint.sdc
export NUM_CORES = 4
export LEC_CHECK = 1
export CORE_AREA = 10 10 420 420
export DIE_AREA = 0 0 430 430
File: constraint.sdc
current_design Mux64_16

set clk_period 20.3
set clk_io_pct 0.2

create_clock -name clk0 -period $clk_period

set non_clock_inputs [all_inputs -no_clocks]
set_input_delay [expr $clk_period * $clk_io_pct] -clock clk0 $non_clock_inputs
set_output_delay [expr $clk_period * $clk_io_pct] -clock clk0 [all_outputs]
File: design.v
module Mux64_16 (input logic [63:0] in0, in1, in2, in3, in4, in5, in6, in7, in8, in9, in10, in11, in12, in13, in14, in15,
                 input logic [3:0] sel,
                 output logic [63:0] out);
always_comb
    case (sel)
        0:  out = in0;
        1:  out = in1;
        2:  out = in2;
        3:  out = in3;
        4:  out = in4;
        5:  out = in5;
        6:  out = in6;
        7:  out = in7;
        8:  out = in8;
        9:  out = in9;
        10: out = in10;
        11: out = in11;
        12: out = in12;
        13: out = in13;
        14: out = in14;
        15: out = in15;
    endcase
endmodule: Mux64_16
File: run.sh
#!/bin/bash
# OpenROAD 26Q1-2900-gdf79404cd8, Yosys 0.63+post, stock flow scripts
make -C /OpenROAD-flow-scripts/flow DESIGN_CONFIG=/design/flow/config.mk WORK_HOME=/design/flow/orfs finish
==> qor.txt <==
Register share after synthesis: 0%
Vias per inst: 4.06
Pre-CTS setup slack: 8050 ps
Leakage: 0.00666 uW
Post-CTS Setup Inserts: 0
RSZ-0062 raised after global routing: false
Placed wire-length estimate: 181 mm
CP max FO: 54
Setup WS post-layout: 7880 ps
Flops: 0
Cells after Synth: 1189
Max cap viols: 0
First-pass GRT wire length: 238 mm
Worst-Margin Slew: 1080 ps
GPL Wtd Cong: 1.01
Die Size: 185000 um^2
WP data arrival: 8360 ps
Status: finished, final reports clean
DR pass1 iterations: 6
Synth Cell Area: 7920 um^2
Gr usage total: 20.8%
I/O Buffers: 1092
DR iter-0 viols: 2110
Min-Delay Path Class: in -> out
Hold Fails Final Rpt: 0
Core Util, Final: 12.8%
Final Setup Violations: 0
Fill count: 19.2k
Drt wl/cell: 45.1 um
YS chip area: 7920 um^2
Hold buffer count at cts: 0
CLK BUF: 0
Rows: 150
Num ports: 1092
Vias: 18.1k
F_max: 80.5 MHz
Pin count of the biggest net entering global routing: 55
Worst Path Class, Setup: in -> out
Fp util: 4.74%
Final period utilization: 61.2%
Area growth syn-to-layout: 171%
DIE WIDTH: 430 um
Setup TNS: 0 ps
Yosys warnings: 1
WP data required: 16240 ps
Tool warnings: 32
Aggregate global routing overflow: 0
Register Area: 0 um^2
Peak supply drop: 0.00000807 V
WL final: 201 mm
Post-route ant nets: 0
Area contributors post-synth: a22oi_1 (21%), a22o_1 (8.0%), o22ai_1 (7.9%)
PwrDens: 25.0 nW/um^2
Initial antenna violation count: 334
Post-Syn Area per Cell: 6.66 um^2
Distinct lib cells: 50
# DRC: 0
Number of global-route vias before repair: 17.1k
Crit start category: primary input
Area leader, netlist: a22oi_1
Ys cells: 1189
Post-synth top area share: 21.3%
Max Slew Vio Count: 0
Worst Setup End Kind: primary output
Worst slew margin: 28.0%
Tmin final: 12420 ps
Layout cells sized above 1: 3.97%
Post-CTS Resized: 0
Die height: 430 um
Core box area: 167000 um^2
[logic make-up (layout without fill, tap and decap cells)]
family / Yosys count / in the layout / synth area share, %
compound gates: 749 / 749 / 69.7
simple gates: 203 / 203 / 11.5
buf+inv: 171 / 1148 / 10.4
mux: 66 / 66 / 8.40
other cells: 0 / 81 / 0
[routing by layer]
metal,up-vias,share of wire (%),track usage (%)
met5,-,0.68,0
met4,204,5.6,8.59
met3,617,11,9.07
met2,1632,48,35.5
met1,8574,34,22.2
li1,7030,-,-
[cell usage in the layout (no fill, tap or decap), types with 48 or more instances in the layout]
| cell type | count |
|---|---|
| diode_2 | 81 |
| nand2_1 | 112 |
| o32a_1 | 50 |
| a221o_1 | 48 |
| a21oi_1 | 73 |
| o22ai_1 | 100 |
| clkdlybuf4s50_1 | 1088 |
| mux2i_1 | 62 |
| o21ai_0 | 107 |
| a22oi_1 | 225 |
| a22o_1 | 72 |
[final cells by class]
cell class	instances	area (um^2)	share of cell area, %
Timing Repair Buffer	1139	11300	52.6
Antenna cell	81	203	0.944
Multi-Input combinational cell	1018	7190	33.5
Tap cell	2204	2760	12.8
Inverter	9	35.0	0.163
[synthesized netlist by cell type, types with 14 or more instances]
master / count
a22oi_1: 225
mux2i_1: 62
a221o_1: 48
o32a_1: 50
o22ai_1: 100
clkbuf_1: 77
a21oi_1: 73
buf_2: 60
nor2_1: 24
a22o_1: 72
nor2b_1: 14
nand2_1: 116
o21ai_0: 107
[where the power goes]
group | internal [uW] | total (uW) | switching [uW]
Sequential | 0 | 0 | 0
Combinational | 281 | 537 | 256
Clock | 0.000549 | 0.000550 | 0
Total | 281 | 537 | 256
[per-stage QoR]
step	instance area, um^2	std cells	total power [uW]	hold WS [ps]
2_1_floorplan	7920	1189	134	8190
3_3_place_gp	21300	4370	538	9090
3_5_place_dp	21300	4370	536	9060
4_1_cts	21300	4370	539	9070
5_1_grt	21400	4419	553	9120
6_report	21500	4451	537	9060
[critical path, stage by stage]
cell	delay [ps]
buf_2	300
nor2b_4	690
buf_4	620
buf_4	730
a22oi_1	370
o21ai_0	260
a221o_1	220
o32a_1	210
clkdlybuf4s50_1	810
[worst paths after layout]
check,startpoint,end,slack (ps),cells after the start
min,sel[1],out[3],9060,4
max,sel[0],out[59],7880,9
Power figures rest on the tool's default switching activity, not on a simulated workload.
